$ cat ./design.v
module top(i3,i2,i1,i0,clk,reset,Y,data);
input i3,i2,i1,i0,clk,reset;
output [3:0] Y;
output data;
wire [3:0] temp1;
wire temp2,temp3;
my_latch u_latch(.I(temp1), .clk(clk),.reset(reset),.Y(Y));
my_decoder u_decoder(.i0(temp3),.i1(temp2),.en(data), .y(temp1));
my_mux u_mux(.data(data), .i3(i3),.i2(i2),.i1(i1),.i0(i0),.s1(temp2),.s0(temp3));
my_counter u_counter(.clk(clk),.s1(temp2),.s0(temp3));
endmodule
module my_latch(I, clk,reset,Y);
input [3:0] I;
input clk,reset;
output [3:0] Y;
reg [3:0] Y;
always @( clk or I or reset) 
begin
if(!reset)
Y<=4'b0000;
else
Y<=I;
end
endmodule
module my_decoder(i0,i1,en,y);
input i0,i1,en;
output [3:0] y;
reg [3:0] y;
always @(en or i0 or i1) 
begin
if(en)
begin
case({i1,i0})
2'b00: y=4'b1000;
2'b01:y=4'b0100;
2'b10:y=4'b0010;
2'b11:y=4'b0001;
endcase
end
else 
y=4'b0000;
end 
endmodule
module my_counter(clk,s1,s0);
input clk;
output s1,s0;
reg [1:0]temp;
initial begin
temp=2'b0;
end 
always @(posedge clk)
begin
if(!temp)
temp = 2'b01;
else 
temp = temp+1;
end 
assign {s1,s0} = temp;
endmodule
module my_mux(data, i3,i2,i1,i0,s1,s0);
input i3,i2,i1,i0,s0,s1;
output data;
assign data = (i0 && ~s1 && ~s0) || (i1 && ~s1 && s0) || (i2 && s1 && ~s0) || (i3 && s1 && s0);
endmodule
$ cat ./run.sh
#!/bin/bash
# OpenROAD 26Q1-2900-gdf79404cd8, Yosys 0.63+post, stock flow scripts
make -C /OpenROAD-flow-scripts/flow DESIGN_CONFIG=/design/flow/config.mk WORK_HOME=/design/flow/orfs finish
$ cat ./config.mk
export PLATFORM = sky130hd
export DESIGN_NAME = top
export DESIGN_NICKNAME = top
export VERILOG_FILES = /design/flow/design.v
export SDC_FILE = /design/flow/constraint.sdc
export NUM_CORES = 4
export LEC_CHECK = 1
export CORE_AREA = 10 10 70 70
export DIE_AREA = 0 0 80 80
$ cat ./constraint.sdc
current_design top

set clk_period 1.7
set clk_io_pct 0.2

create_clock -name clk0 -period $clk_period [get_ports {clk}]

set non_clock_inputs [all_inputs -no_clocks]
set_input_delay [expr $clk_period * $clk_io_pct] -clock clk0 $non_clock_inputs
set_output_delay [expr $clk_period * $clk_io_pct] -clock clk0 [all_outputs]
==> impl_metrics.tcl <==
# implementation run metrics
set metrics [dict create \
    outcome "finished, final reports clean" \
    period_needed_ns 1.62 \
    clkLatencyLatePin_ns 0.23 \
    port_buffers 10 \
    peakVddDrop_mv 0.141 \
    rsz0062_at_grt "true" \
    crit_start "u_counter.temp[0]" \
    clk_pin_slew_worst_paths_ns 0.03 \
    max-slew-margin-rel_pct 78.2 \
    first_iter_violations 2 \
    top_area_share_pct 22.7 \
    antenna_found_initial 0 \
    worstMarginPinSlew_ns 0.320 \
    finalClockSkew_ns 0.00121 \
    grt_usage_pct 2.91 \
    ys_types 10 \
    slew_violations 0 \
    finalHoldViolCount 0 \
    hold_buffers 0 \
    p_leak_nw 0.208 \
    pre_cts_slack_ns -0.403 \
    htree_levels 1 \
    finalCritPeriodShare_pct 95.5 \
    cp-end-kind "output port" \
    grt-ovfl-total 0 \
    path_max_fanout 6 \
    wire_per_inst_um 9.44 \
    yosysWarnings 3 \
    worstPathArrival_ns 1.28 \
    wirelength_um 850 \
    setup_viol 0 \
    postSynthSeqShare_pct 18.2 \
    critPathKind "flip-flop to output port" \
    numCtsBuffers 3 \
    syn_inst 26 \
    grt_pass1_vias 298 \
    finish.utilization_pct 14.1 \
    dpl.hpwl_um 621 \
    worstPathRequired_ns 1.36 \
    cts-root-buf "clkbuf_4" \
    yosys_cells 26 \
    rows 21 \
    core_mm2 0.00342 \
    hp-class "flip-flop to flip-flop" \
    yosysTopAreaCell "ha_1" \
    grt_max_degree 9 \
    cts_buffer_depth 2 \
    synthTopCellsByArea "ha_1 23%, dfxtp_1 18%, mux2i_1 14%" \
    critPathLaunchType "flip-flop" \
    die_w_um 80 \
    die-area_mm2 0.00640 \
    syn_area_um2 220 \
    grt_pass1_wl_um 1460 \
    cts_tree "done" \
    drive_gt1_share_pct 47.7 \
    yosys_area_um2 220 \
    cellPowerDensity_mw_per_mm2 387 \
    io_pins 11 \
    worst_slack_ns 0.0763 \
    drc 0 \
    dr.pass1.iters 4 \
    synth.avg_cell_area_um2 8.47 \
    maxCapViolCount 0 \
    largest_reg_flops 2 \
    reg2reg_from "u_counter.temp[1]" \
    tool_warnings 29 \
    fp-utilization_pct 6.45 \
    viasPerCell 3.01 \
    die_h_um 80 \
    place_congestion 0.795 \
    postRouteAntennaNets 0 \
    antenna_cells 0 \
    syn_to_final_growth_pct 119 \
    synth.ff_latch_count 2 \
    cts.sinks 2 \
    max_freq_mhz 616 \
    worstHoldStart "u_counter.temp[0]" \
    vias 271 \
]
## placed cells by master (no fill, tap or decap), drive strengths merged
cell / instances
dlymetal6s2s: 2
nor2b: 1
or2b: 1
dlygate4sd2: 3
ha: 4
buf: 11
clkbuf: 3
mux2i: 3
nand3: 4
nand3b: 4
inv: 2
dfxtp: 2
o22ai: 4
## stage by stage
stage | cells | cell area [um^2] | hold WS (ns) | setup TNS [ns] | power (mW)
after floorplan | 26 | 220 | 0.524 | 0 | 0.0544
after global placement | 85 | 404 | 0.562 | -1.88 | 0.0714
after detailed placement | 85 | 404 | 0.574 | -1.89 | 0.0716
after CTS | 90 | 468 | 0.561 | 0 | 0.192
after global routing | 90 | 483 | 0.569 | -0.0904 | 0.205
final | 90 | 483 | 0.553 | 0 | 0.187
## power by group
group / total, mW / internal [mW] / switching [mW]
Sequential: 0.0457 / 0.0457 / 0
Combinational: 0.0334 / 0.0193 / 0.0141
Clock: 0.108 / 0.0781 / 0.0298
Total: 0.187 / 0.143 / 0.0439
## worst max-delay path: stages (launching register included)
cell and delay (ns):
dfxtp_4 0.39, mux2i_1 0.21, buf_4 0.16, buf_6 0.10, o22ai_2 0.06, buf_2 0.13
## timing repair
action / in CTS / in global routing
pin swaps: 4 / 1
hold endpoints to repair: 0 / 0
gates resized: 26 / 5
cloned: 0 / 0
endpoints found under the setup margin: 5 / 5
setup buffers: 2 / 0
## cell usage after synthesis
library cell	n
ha_1	4
nand3_1	4
nand3b_1	4
o22ai_1	4
mux2i_1	3
dfxtp_1	2
inv_1	2
buf_1	1
nor2b_1	1
or2b_1	1
## cells by family after synthesis
family                     synth area share, %
AOI/OAI and AO/OA                         11.4
muxes                                     13.6
and+or+nand+nor                           29.0
adders and majority gates                 22.7
buffers and inverters                     5.11
DFF                                       18.2
## area by class of cell
class | count | area, um^2
sequential | 2 | 43.8
fill | 395 | 2930
inverter | 2 | 7.51
tap | 46 | 57.6
timing repair buffer | 16 | 138
clock buffer | 3 | 22.5
multi-input combinational | 21 | 214
## metal layers
metal  vias to the layer above  GRT usage [%]  part of all wire, %
li1                        131              -                    -
met4                         0          0.352                    0
met5                         -              0                    0
met3                         0           1.93                   13
met1                       121           4.44                   56
met2                        19           3.21                   31
## worst paths after layout
kind | endpoint | slack, ns | depth (start not counted)
max | Y[0] | 0.08 | 5
min | u_counter.temp[0] | 0.55 | 1
max reg2reg | u_counter.temp[0] | 0.54 | 4
min reg2reg | u_counter.temp[0] | 0.55 | 1
No activity file was given, so power comes from the tool's default toggle rates.
